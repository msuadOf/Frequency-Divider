==> design.v <==
module clk_div (
    input wire clk,
    input wire [31:0] div_n,
    input wire rst_n,
    output wire clk_out
);
reg div_clk;
reg [31:0] div_clk_cnt;
always @(posedge clk or negedge rst_n) begin
    if(!rst_n)
        div_clk_cnt=0;
    else if(div_clk_cnt< div_n )
        div_clk_cnt=div_clk_cnt+1;
    else
        div_clk_cnt=0;
end
always @(*) begin
    if(div_clk_cnt<=( div_n/2 )) div_clk=1;
    else div_clk=0;
end
assign clk_out=(div_n==0)?(clk):(div_clk);
endmodule  
module digitLed (
    input  wire           rst_n,
    input  wire [4*4-1:0] I_data,
    input  wire           clk_scan,
    input  wire           clk_fresh,
    output reg  [  7-1:0] smg_7_out,
    output reg  [    3:0] smg_4_out
);
  parameter SEG_0 = 7'b0000001;
  parameter SEG_1 = 7'b1001111;
  parameter SEG_2 = 7'b0010010;
  parameter SEG_3 = 7'b0000110;
  parameter SEG_4 = 7'b1001100;
  parameter SEG_5 = 7'b0100100;
  parameter SEG_6 = 7'b0100000;
  parameter SEG_7 = 7'b0001111;
  parameter SEG_8 = 7'b0000000;
  parameter SEG_9 = 7'b0000100;
  parameter SEG_A = 7'b0001000;
  parameter SEG_B = 7'b1100000;
  parameter SEG_C = 7'b0110001;
  parameter SEG_D = 7'b1000010;
  parameter SEG_E = 7'b0110000;
  parameter SEG_F = 7'b0111000;
  reg [  1:0] drive_which_7d;
  reg [ 27:0] pipline_I_data;
  reg [4-1:0] smg_display_store_4bit;
  always @(posedge clk_fresh or negedge rst_n) begin
    if (~rst_n) begin
      pipline_I_data <= 0;
    end else begin
      pipline_I_data <= I_data;
    end
  end
  always @(posedge clk_scan) begin
    drive_which_7d <= drive_which_7d + 1;
    case (drive_which_7d)
      0: smg_display_store_4bit <= pipline_I_data[15:12];
      1: smg_display_store_4bit <= pipline_I_data[11:8];
      2: smg_display_store_4bit <= pipline_I_data[7:4];
      3: smg_display_store_4bit <= pipline_I_data[3:0];
    endcase
    case (drive_which_7d)
      0: smg_4_out <= 4'b0111;
      1: smg_4_out <= 4'b1011;
      2: smg_4_out <= 4'b1101;
      3: smg_4_out <= 4'b1110;
    endcase
  end
  always @(*) begin
    case (smg_display_store_4bit)
      0:  smg_7_out <= 7'b0000001;
      1:  smg_7_out <= 7'b1001111;
      2:  smg_7_out <= 7'b0010010;
      3:  smg_7_out <= 7'b0000110;
      4:  smg_7_out <= 7'b1001100;
      5:  smg_7_out <= 7'b0100100;
      6:  smg_7_out <= 7'b0100000;
      7:  smg_7_out <= 7'b0001111;
      8:  smg_7_out <= 7'b0000000;
      9:  smg_7_out <= 7'b0000100;
      10: smg_7_out <= 7'b0001000;
      11: smg_7_out <= 7'b1100000;
      12: smg_7_out <= 7'b0110001;
      13: smg_7_out <= 7'b1000010;
      14: smg_7_out <= 7'b0110000;
      15: smg_7_out <= 7'b0111000;
    endcase
  end
endmodule   
module digitLed_top (
    input  wire         clk,
    input  wire           rst_n,
    input  wire [ 15:0] switch,
    output wire [7-1:0] smg_7_out,
    output wire [  3:0] smg_4_out,
    output              smg_p_out
);
  wire clk_1kHz,clk_1Hz;
  clk_div div_1k (
      .clk    (clk),
      .div_n  (50000),     
      .rst_n  (rst_n),
      .clk_out(clk_1kHz)
  );
  clk_div div_1 (
      .clk    (clk),
      .div_n  (50000000),     
      .rst_n  (rst_n),
      .clk_out(clk_1Hz)
  );
  digitLed U1 (
      .clk_scan(clk_1kHz),  
      .clk_fresh(clk_1Hz),  
      .rst_n    (rst_n),
      .I_data   (switch),
      .smg_7_out(smg_7_out),
      .smg_4_out(smg_4_out)
  );
endmodule   
==> run.sh <==
#!/bin/bash
# OpenROAD 26Q1-2900-gdf79404cd8, Yosys 0.63+post, stock flow scripts
make -C /OpenROAD-flow-scripts/flow DESIGN_CONFIG=/design/flow/config.mk WORK_HOME=/design/flow/orfs finish
==> config.mk <==
export PLATFORM = sky130hd
export DESIGN_NAME = digitLed_top
export DESIGN_NICKNAME = digitLed_top
export VERILOG_FILES = /design/flow/design.v
export SDC_FILE = /design/flow/constraint.sdc
export NUM_CORES = 4
export LEC_CHECK = 1
export CORE_UTILIZATION = 30
==> constraint.sdc <==
current_design digitLed_top

set clk_period 3.1
set clk_io_pct 0.2

create_clock -name clk0 -period $clk_period [get_ports {clk}]

set non_clock_inputs [all_inputs -no_clocks]
set_input_delay [expr $clk_period * $clk_io_pct] -clock clk0 $non_clock_inputs
set_output_delay [expr $clk_period * $clk_io_pct] -clock clk0 [all_outputs]
==> impl_metrics.csv <==
group,metric,value,unit
drt,ant_nets,0,
synth,synthSimpleGateAreaFrac,0.199,
synth,synth_warnings,3,
clocking,clk_pin_slew,0.06,ns
run,cap_violations,0,
sta,fin_ws,0.769,ns
synth,syn_inst,377,
worst_setup_path,cp_max_fo,7,
die,die_area,14100,um2
placed_design,dp_hpwl,5100,um
global_routing,antenna_found_initial,0,
synth,synth_flop_count,93,
synth,yosys_area,4090,um2
global_routing,grt_max_degree,35,
placed_design,port_buffers,28,
worst_setup_path,end_kind,"flip-flop",
sta,slew_violations,0,
sta,rsz0062_at_grt,"false",
drt,vias,2870,
clocking,holdBufCountCts,0,
drt,routedWlPerCell,12.3,um
clocking,clock_latency,0.32,ns
status,outcome,"finished clean",
clocking,numCtsBuffers,9,
synth,yosys.area_share.adder,0.0428,
drt,antennaDiodeCount,0,
die,coreArea,13300,um2
worst_setup_path,cp.required,3.32,ns
worst_setup_path,crit_chain,"ha_1 -> nand4_1 -> or4_1 -> or4_1 -> a211oi_1",
clocking,ctsHtreeMaxLevel,3,
drt,drtPass1Iterations,4,
sta,slew-limit-headroom,0.422,
synth,syn_area,4090,um2
synth,yosys-top-cells-area,"dfrtp_1 49%, dfxtp_1 6.4%, xnor2_1 4.7%",
synth,ys_seq_share,0.553,
synth,mux_area_frac,0.0226,
worst_setup_path,crit_top_cell,"or4_1",
worst_setup_path,crit_path_start_kind,"flip-flop",
placed_design,placed_cells,588,
cells_and_area,stdcell_count,604,
cells_and_area,syn_to_final_growth,20.9,%
sta,finalSetupViolCount,0,
synth,synth-async-reset-ratio,0.860,
run,warnings,34,
pwr,pwr_density_cell,392,nW/um2
global_routing,grt_pass1_wl,13200,um
worst_setup_path,reg2reg_to,"div_1.div_clk_cnt[24]",
worst_setup_path,regToRegStartpoint,"div_1.div_clk_cnt[0]",
worst_setup_path,critPathMaxStageDelay,0.66,ns
worst_setup_path,critPathKind,"reg2reg",
sta,setup_tns,0,ns
pwr,vdd_drop_max,239,uV
die,pin_count,30,
synth,yosys.area.top_type,"dfrtp_1",
die,std_cell_rows,42,
sta,finalCriticalPeriod,2.33,ns
synth,yosys_most_used_dff,"dfrtp_1",
pwr,p_total,1940,uW
die,die_w,119,um
worst_setup_path,crit_arrival,2.55,ns
sta,fmax,429,MHz
synth,top_logic_kind,"simple AND/OR/NAND/NOR gates",
worst_setup_path,ff2ff_path_depth,5,
pwr,p_leak,0.00196,uW
drt,drc,0,
global_routing,grt-ovfl-total,0,
placed_design,gp_congestion,0.842,
synth,synth.top_cell.area_share,0.489,
cells_and_area,final_core_util,0.372,
clocking,cts_tree,"yes",
sta,tightest_slew,0.867,ns
drt,wl,7410,um
synth,synth_cell_type_count,48,
cells_and_area,drive_above_1_share,0.0678,
placed_design,place_ws,0.815,ns
worst_setup_path,cpMaxStageDelayCell,"or4_1",
clocking,postCtsSetupBuffers,0,
clocking,clockBufferDepth,2,
clocking,cts_resized,0,
sta,hold_viol,0,
global_routing,track_usage,0.116,
sta,untimed_endpoints,40,
drt,via_per_inst,4.75,
synth,ys_sh_aoi,0.0829,
min_path,hold_path_class,"in2async",
synth,syn_area_per_cell,10.8,um2
sta,clock_skew,0.00763,ns
sta,min_period_over_period,0.752,
sta,unclocked_regs,29,
worst_setup_path,reg2reg_slack,0.77,ns
drt,initialDrtViolationCount,171,
clocking,cts-root-buf,"clkbuf_16",
global_routing,grt_pass1_vias,2698,
synth,edf_count,0,
synth,xor_area_frac,0.0600,
synth,yosysCellCount,377,
die,fp_util,0.308,
die,die_h,119,um
==> layout by cell type (no fill, tap or decap), types with 3 or more instances in the layout <==
cell,count
nand2_1,15
nor4_1,12
nand4_1,14
o21ai_0,12
nor3_1,38
clkbuf_16,9
a222oi_1,3
a21oi_1,8
mux2i_1,7
conb_1,23
buf_4,5
ha_1,14
nor3b_1,4
nor2b_1,3
and3_1,3
and4_1,3
clkdlybuf4s50_1,27
inv_1,21
nand3_1,16
or3_1,10
nor2_1,6
xor2_1,6
dfxtp_1,13
or4_1,7
dfrtp_1,80
a211oi_1,11
xnor2_1,22
==> cell families after synthesis <==
group / count (synthesis)
compound gates: 50
flops: 93
buf+inv: 41
simple gates: 141
mux: 9
other cells: 1
fa+ha+maj: 14
xor+xnor: 28
==> worst max-delay path: cells and delay by family, from the launching register on <==
family,cells,cell delay [ns]
and+or+nand+nor,3,1.32
adders and majority gates,1,0.26
AOI/OAI and AO/OA,1,0.25
DFF,1,0.39
==> where the power goes <==
group          internal [uW]  switching, uW  total (uW)
Clock                    671            355        1030
Sequential               854           4.26         859
Combinational           22.9           30.5        53.4
Total                   1550            389        1940
==> sequential cells by signal, summed over array words and instances (netlist names) <==
| signal | count |
|---|---|
| U1.pipline_I_data | 16 |
| U1.smg_4_out | 4 |
| div_1k.div_clk_cnt | 32 |
| smg_7_out | 7 |
| div_1.div_clk_cnt | 32 |
| U1.drive_which_7d | 2 |
==> Yosys cell counts, types with 3 or more instances <==
cell	number
xor2_1	6
nand2_1	15
inv_1	21
a222oi_1	3
nor2b_1	3
xnor2_1	22
clkbuf_1	16
a21oi_1	9
nor4_1	12
nand4_1	14
or3_1	10
ha_1	14
nand3_1	16
a211oi_1	11
o21ai_0	12
mux2i_1	7
nor2_1	6
or4_1	7
dfrtp_1	80
and4_1	3
dfxtp_1	13
and3_1	3
nor3_1	38
nor3b_1	4
==> metal layers <==
layer  vias up  track usage  routed length (um)
li1       1443            -                   -
met1      1359        0.192                3790
met2        62        0.163                3130
met3         6       0.0276                 424
met4         0       0.0134                  68
met5         -            0                   0
==> cell type report <==
cell class | instances | area (um2)
inverters | 22 | 82.6
clock inverters | 5 | 63.8
repair buffers | 32 | 308
fillers | 1223 | 8350
flip-flops and latches | 93 | 2260
well taps | 176 | 220
multi-input cells | 265 | 1760
clock buffers | 11 | 253
==> worst max-delay path by stage <==
| stage | from | end | slack, ns |
|---|---|---|---|
| 6_report | div_1.div_clk_cnt[0] | div_1.div_clk_cnt[24] | 0.77 |
| 4_1_cts | div_1.div_clk_cnt[0] | div_1.div_clk_cnt[24] | 0.79 |
| 5_1_grt | div_1.div_clk_cnt[0] | div_1.div_clk_cnt[24] | 0.53 |
==> metrics by stage <==
step                area, um2  hold WS [ns]
global route             4940         0.269
detailed placement       4630         0.515
CTS                      4940         0.247
finish                   4940         0.235
global placement         4630         0.496
floorplan                4170         0.324
Power is estimated from default activity; no workload was simulated.
