==> flow/design.v <==
module clk_div (
    input wire clk,
    input wire [31:0] div_n,
    input wire rst_n,
    output wire clk_out
);
reg div_clk;
reg [31:0] div_clk_cnt;
always @(posedge clk or negedge rst_n) begin
    if(!rst_n)
        div_clk_cnt=0;
    else if(div_clk_cnt< div_n )
        div_clk_cnt=div_clk_cnt+1;
    else
        div_clk_cnt=0;
end
always @(*) begin
    if(div_clk_cnt<=( div_n/2 )) div_clk=1;
    else div_clk=0;
end
assign clk_out=(div_n==0)?(clk):(div_clk);
endmodule  
module clk_tree (
    input  wire sys_clk,  
    input  wire sys_rst_n,
    output wire o_clk_5MHz,
    output wire o_clk_277kHz,
    output wire o_clk_1100kHz
);
clk_div clk_5MHz(
    .clk(sys_clk),
    .div_n(20-1),  
    .rst_n(sys_rst_n),
    .clk_out(o_clk_5MHz)
);
clk_div clk_277Hz(
    .clk(sys_clk),
    .div_n(360-1),  
    .rst_n(sys_rst_n),
    .clk_out(o_clk_277kHz)
);
clk_div clk_1100kHz(
    .clk(sys_clk),
    .div_n(180-1),  
    .rst_n(sys_rst_n),
    .clk_out(o_clk_1100kHz)
);
endmodule  
==> flow/run.sh <==
#!/bin/bash
# OpenROAD 26Q1-2900-gdf79404cd8, Yosys 0.63+post, stock flow scripts
make -C /OpenROAD-flow-scripts/flow DESIGN_CONFIG=/design/flow/config.mk WORK_HOME=/design/flow/orfs finish
==> flow/config.mk <==
export PLATFORM = sky130hd
export DESIGN_NAME = clk_tree
export DESIGN_NICKNAME = clk_tree
export VERILOG_FILES = /design/flow/design.v
export SDC_FILE = /design/flow/constraint.sdc
export NUM_CORES = 4
export LEC_CHECK = 1
export CORE_UTILIZATION = 30
==> flow/constraint.sdc <==
current_design clk_tree

set clk_period 3.0
set clk_io_pct 0.2

create_clock -name clk0 -period $clk_period [get_ports {sys_clk}]

set non_clock_inputs [all_inputs -no_clocks]
set_input_delay [expr $clk_period * $clk_io_pct] -clock clk0 $non_clock_inputs
set_output_delay [expr $clk_period * $clk_io_pct] -clock clk0 [all_outputs]
==> flow_metrics.tcl <==
# yosys + openroad results
set metrics [dict create \
    status "finished clean" \
    drive_gt1_frac 0.119 \
    die-area_um2 11100 \
    vias_per_cell 3.73 \
    wl_per_cell_um 8.74 \
    async_reset_ff_frac 1.00 \
    top_cell_area_share 0.750 \
    crit_family "simple AND/OR/NAND/NOR gates" \
    clockBufferDepth 2 \
    post-place-cells 430 \
    antenna_left 0 \
    synthTopCellsByArea "dfrtp_1 75%, nor4_1 3.5%, ha_1 2.7%" \
    grt_pass1_vias 1749 \
    skew_ns 0.0108 \
    vias 1664 \
    cts.sinks 96 \
    startpoint_type "flop" \
    post-route-util 0.376 \
    hold_viol 0 \
    power_density_nw_per_um2 555 \
    r2r_cells 5 \
    endpoint_kind "primary output" \
    drc_errors 0 \
    fp_util 0.310 \
    arrival_ns 2.22 \
    drt_iter0_markers 84 \
    ir_drop_uv 268 \
    flop_cell "dfrtp_1" \
    setup_viol 0 \
    leakage_nw 1.68 \
    tightest_slew_ns 0.752 \
    crit_slowest_cell "clkdlybuf4s50_1" \
    stdcell_count 446 \
    post-cts-setup-buffers 0 \
    port_buffers 4 \
    top_area_cell "dfrtp_1" \
    r2r_slack_ns 1.15 \
    yosys_warnings 1 \
    syn_area_um2 3200 \
    postSynthSeqShare 0.750 \
    root_buffer "clkbuf_8" \
    maxSlewHeadroom 0.499 \
    tns_ns 0 \
    dp_hpwl_mm 2.52 \
    postCtsHoldBufs 0 \
    drv_slew 0 \
    timing.rr.end "clk_1100kHz.div_clk_cnt[4]$_DFF_PN0_" \
    rows 37 \
    max_freq_mhz 355 \
    ys_types 33 \
    core_area_um2 10300 \
    cp_max_fo 2 \
    synth-edff-count 0 \
    warnings 29 \
    hold_slack_ns 0.314 \
    avgSynthCellArea_um2 14.8 \
    synth_top_cell_by_count "dfrtp_1" \
    path_buffers 1 \
    die_x_um 105 \
    antenna_found_initial 0 \
    cts_made_buffers 9 \
    critical_path.cell_chain "nor4_1, nand3_1, or2_2, a211oi_1, clkdlybuf4s50_1" \
    clkTransAtPathRegs_ns 0.09 \
    post-route-min-period_ns 2.82 \
    gp_congestion 0.784 \
    worst_ep_required_time_ns 2.40 \
    common_cells "96 x dfrtp_1, 18 x nor4_1, 11 x nor2_1, 9 x nand3_1" \
    critical-path-max-stage-delay_ns 0.51 \
    drt_wl_total_mm 3.90 \
    r2r_start "clk_1100kHz.div_clk_cnt[0]$_DFF_PN0_" \
    fillCellCount 938 \
    rsz0062_at_grt "no" \
    h-tree-depth 3 \
    final.period_utilization 0.939 \
    path_class "reg2out" \
    overflow 0 \
    clkLatencyLatePin_ns 0.35 \
    ys_cells 217 \
    grt_pass1_wl_mm 7.60 \
    grt_usage 0.0849 \
    cts_tree "built" \
    firstDrtPassIters 6 \
    syn_inst 217 \
    yosys_area_um2 3200 \
    diodes 0 \
    hp-class "in2async" \
    max-cap-violations 0 \
    die_h_um 105 \
    io_pins 5 \
    synth_flops 96 \
    grt_max_degree 65 \
    area_delta_synth_final_pct 21.0 \
]
==> flip-flops by register name (all words and copies together) (netlist names) <==
register	flops
clk_277Hz.div_clk_cnt	32
clk_5MHz.div_clk_cnt	32
clk_1100kHz.div_clk_cnt	32
==> power by group <==
part           total, mW  switching [mW]  internal (mW)
combinational     0.0412          0.0353        0.00586
sequential          1.36          0.0141           1.34
clock              0.755           0.440          0.315
==> cell usage in the layout, fill, tap and decap left out, types with 7 or more instances in the layout <==
cell	synthesis	routed
xnor2_1	8	8
dfrtp_1	96	96
nor4_1	18	17
nor2_2	8	8
conb_1	1	74
clkbuf_8	0	9
nor2_1	11	11
ha_1	7	7
nand3_1	9	9
inv_1	8	8
==> metal layers <==
layer | routed length (µm) | vias to the layer above | global-route usage | part of all wire
met2 | 1710 | 14 | 0.128 | 0.44
met4 | 110 | 0 | 0.0181 | 0.028
met5 | 0 | - | 0 | 0
li1 | - | 850 | - | -
met3 | 101 | 11 | 0.0170 | 0.026
met1 | 1970 | 789 | 0.133 | 0.51
==> stage by stage <==
stage	worst slack [ns]	total power [mW]	instance area, µm²
global placement	0.514	1.42	3690
CTS	0.0903	2.19	3860
finish	0.183	2.15	3880
global route	0.0116	2.26	3880
floorplan	1.24	1.39	3480
detailed placement	0.482	1.43	3690
==> how the worst max path moves through the flow <==
stage,cells after the start,end,slack [ns],start
after CTS,4,o_clk_277kHz,0.09,clk_277Hz.div_clk_cnt[29]$_DFF_PN0_
after global routing,5,o_clk_5MHz,0.01,clk_5MHz.div_clk_cnt[18]$_DFF_PN0_
final,5,o_clk_5MHz,0.18,clk_5MHz.div_clk_cnt[16]$_DFF_PN0_
==> worst register-to-register path, delay by kind of cell, from the launching register on <==
family	cells	cell delay, ns
fa+ha+maj	1	0.26
flops	1	0.44
simple gates	4	1.07
==> final cells by class <==
class | instances | area (µm²) | share of cell area
Clock inverter | 6 | 51.3 | 0.0132
Inverter | 8 | 30.0 | 0.00774
Sequential cell | 96 | 2400 | 0.619
Timing Repair Buffer | 6 | 52.6 | 0.0135
Multi-Input combinational cell | 184 | 1040 | 0.269
Clock buffer | 10 | 128 | 0.0329
Tap cell | 136 | 170 | 0.0439
==> what timing repair did <==
| action | in CTS | in global routing |
|---|---|---|
| hold endpoints to repair | 0 | 0 |
| gates resized | 0 | 4 |
| endpoints found under the setup margin | 0 | 3 |
==> kinds of logic after synthesis <==
logic type | Yosys count | synth area share
AOI/OAI and AO/OA | 16 | 0.0383
xor gates and xnor gates | 12 | 0.0328
adders and majority gates | 7 | 0.0273
buffers and inverters | 10 | 0.0141
DFF | 96 | 0.750
other | 1 | 0.00117
and+or+nand+nor | 75 | 0.137
Power is estimated from default activity; no workload was simulated.
