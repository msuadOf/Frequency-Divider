==> design/flow/design.v <==
module spi_slave (
output reg [7:0]   data_received=0,
output reg [5:0]   data_bit_receiving = 0,
output reg [7:0]   data_receiving = 0,
input	       RST,
input          SPI_RX,
input          SPI_CLK,
input          SPI_CS
);
always @( posedge SPI_CLK or posedge SPI_CS or negedge RST ) begin
    if(!RST ) begin
        data_bit_receiving <= 0;
        data_receiving <= 0;
        data_received <= 0;
    end
    else begin
        if( SPI_CS ) begin
            data_bit_receiving <= 0;
            data_receiving <= 0;
            data_received <= data_receiving;
        end
        else begin
            data_receiving[data_bit_receiving] <= SPI_RX;
            if( data_bit_receiving < (8-1) ) begin
                data_bit_receiving <= data_bit_receiving + 1;
            end
            else begin
                data_bit_receiving <= 0;
            	data_receiving <= 0;
            	data_received[6:0] <= data_receiving[6:0];
                data_received[7] <= SPI_RX;
            end
        end
    end
end
endmodule
==> design/flow/run.sh <==
#!/bin/bash
# OpenROAD 26Q1-2900-gdf79404cd8, Yosys 0.63+post, stock flow scripts
make -C /OpenROAD-flow-scripts/flow DESIGN_CONFIG=/design/flow/config.mk WORK_HOME=/design/flow/orfs finish
==> design/flow/config.mk <==
export PLATFORM = sky130hd
export DESIGN_NAME = spi_slave
export DESIGN_NICKNAME = spi_slave
export VERILOG_FILES = /design/flow/design.v
export SDC_FILE = /design/flow/constraint.sdc
export NUM_CORES = 4
export LEC_CHECK = 1
export CORE_AREA = 10 10 94 94
export DIE_AREA = 0 0 104 104
==> design/flow/constraint.sdc <==
current_design spi_slave

set clk_period 1.0
set clk_io_pct 0.2

create_clock -name clk0 -period $clk_period [get_ports {SPI_CLK}]

set non_clock_inputs [all_inputs -no_clocks]
set_input_delay [expr $clk_period * $clk_io_pct] -clock clk0 $non_clock_inputs
set_output_delay [expr $clk_period * $clk_io_pct] -clock clk0 [all_outputs]
==> results.sh <==
# implementation run metrics
export IMPL_synthCells=139
export IMPL_core_um2=6830
export IMPL_routabilityCongestion=0.912
export IMPL_antennaDiodeCount=0
export IMPL_ys_warn_count=2
export IMPL_crit_type="register to register"
export IMPL_clk_latency_ps=270
export IMPL_min_period_over_period=1.80
export IMPL_grt_usage=0.0682
export IMPL_setup_viol=34
export IMPL_worst_path_max_fanout=5
export IMPL_route_detailed_drc=0
export IMPL_area_growth_pct=68.5
export IMPL_cp_top_family="AND-OR/OR-AND gates"
export IMPL_violations="setup timing"
export IMPL_antenna_left=0
export IMPL_cts_buffer_depth=2
export IMPL_pwr_share_comb=0.198
export IMPL_layout_drive_gt1_share=0.483
export IMPL_grt_max_degree=14
export IMPL_path_clk_slew_ps=90
export IMPL_routed_via_density=4.16
export IMPL_instances_no_fill=307
export IMPL_yosys_cells=139
export IMPL_io_pins=26
export IMPL_slowest_stage="dfrtp_2"
export IMPL_p_switching_uw=525
export IMPL_initCoreUtil=0.195
export IMPL_p_sw_frac=0.242
export IMPL_critPathCaptureType="register"
export IMPL_finalHoldViolations=0
export IMPL_synth_cell_types=40
export IMPL_synthesis_area_um2=1330
export IMPL_placedCellCount=292
export IMPL_cap_viol_max_count=0
export IMPL_synth_area_per_cell_um2=9.60
export IMPL_place_port_buffers=25
export IMPL_outcome="finished with violations"
export IMPL_ys_seq_frac=0.458
export IMPL_drv_slew=0
export IMPL_logic_area_um2=769
export IMPL_grt_pass1_vias=1294
export IMPL_ys_flops=22
export IMPL_layout_setup_ws_ps=-801
export IMPL_p_int_mw=1.65
export IMPL_cts_buffers=3
export IMPL_top_cell="nand2_1"
export IMPL_antenna_found_initial=0
export IMPL_p_seq_frac=0.457
export IMPL_fp_row_count=30
export IMPL_hpwlAfterDp_um=2870
export IMPL_numClockSinks=22
export IMPL_period_minus_slack_ps=1800
export IMPL_fmax_mhz=555
export IMPL_rsz0062_at_grt="true"
export IMPL_p_clk_frac=0.344
export IMPL_yosys_top_cells_count="nand2_1 (22), dfrtp_1 (14), inv_1 (12)"
export IMPL_grt_pass1_wl_um=6370
export IMPL_async_flop_share=1.00
export IMPL_min_path_type="register to async pin"
export IMPL_cts_max_level=1
export IMPL_seqCellArea_um2=613
export IMPL_synth_edff_count=0
export IMPL_largest_area_cell="dfrtp_1"
export IMPL_worstPathRequired_ps=1210
export IMPL_cts_tree="yes"
export IMPL_ff_type="dfrtp_1"
export IMPL_overflow=0
export IMPL_ys_area_um2=1330
export IMPL_wl_per_cell_um=12.5
export IMPL_leakage_nw=0.977
export IMPL_root_buffer="clkbuf_8"
export IMPL_top_cells_by_area="dfrtp_1 (26%), dfbbp_1 (20%), nand2_1 (6.2%)"
export IMPL_cp_start_kind="register"
export IMPL_warning_count=37
export IMPL_fillCellCount=685
export IMPL_crit_path_max_incr_delay_ps=420
export IMPL_worstPathBufferInverterCount=1
export IMPL_holdWs_ps=442
export IMPL_first_iter_violations=48
export IMPL_path_cells="inv_4 -> ha_4 -> o21bai_4 -> mux2_4 -> o32ai_4 -> nor3b_4 -> a31o_1"
export IMPL_final_core_util=0.329
export IMPL_die_x_um=104
export IMPL_chipArea_um2=10800
export IMPL_firstDrtPassIters=4
export IMPL_p_per_area_nw_per_um2=967
export IMPL_ir_drop_uv=397
export IMPL_arrival_ps=2010
export IMPL_die_y_um=104
export IMPL_finClkSkew_ps=4.45
export IMPL_top_area_frac=0.263
export IMPL_routed_wirelength_um=3830
export IMPL_num_vias=1277
[state kept, by name (all words and copies together) (netlist names)]
signal,cells
data_bit_receiving,6
data_received,8
data_receiving,8
[cells by family (layout without fill, tap and decap cells)]
group / count (synthesis) / after routing / share of synthesized area
other: 1 / 2 / 0.00281
flip-flops: 22 / 22 / 0.458
multiplexers: 3 / 3 / 0.0244
adder cells (fa/ha/maj): 2 / 2 / 0.0188
buffers and inverters: 20 / 91 / 0.0647
AND/OR/NAND/NOR: 49 / 49 / 0.190
AND-OR/OR-AND: 42 / 42 / 0.241
[worst register-to-register path, cell delays in order, from the launching register on]
cell	delay [ps]
dfrtp_2	420
inv_4	50
ha_4	170
o21bai_4	170
mux2_4	290
o32ai_4	150
nor3b_4	320
a31o_1	170
[power groups by stage]
stage | Clock (mW) | Sequential (mW) | Combinational [mW]
after CTS | 0.773 | 0.995 | 0.403
after global routing | 0.807 | 0.998 | 0.471
final | 0.748 | 0.994 | 0.431
[layout make-up]
| cell class | instances | area share |
|---|---|---|
| Timing Repair Buffer | 75 | 0.281 |
| Tap cell | 96 | 0.0535 |
| Sequential cell | 22 | 0.273 |
| Inverter | 12 | 0.0212 |
| Clock buffer | 4 | 0.0295 |
| Multi-Input combinational cell | 98 | 0.342 |
[through the flow]
stage	power, mW	TNS [ps]	area (um2)	setup slack [ps]
2_1_floorplan	1.18	-12800	1390	-908
3_3_place_gp	1.36	-20110	2010	-775
3_5_place_dp	1.36	-20050	2010	-812
4_1_cts	2.17	-15720	2170	-792
5_1_grt	2.28	-17470	2250	-911
6_report	2.17	-15180	2250	-801
[cell usage in the layout (no fill, tap or decap), types with 2 or more instances in the layout]
cell type	synthesis	routed
a21boi_0	8	8
a21oi_1	4	3
a31o_2	2	2
a31oi_1	4	4
a32o_1	3	3
and2_1	3	3
buf_12	0	2
buf_2	2	16
buf_4	2	34
buf_6	0	20
clkbuf_8	0	3
clkdlybuf4s50_1	0	3
conb_1	1	2
dfbbp_1	8	8
dfrtp_1	14	12
dfrtp_2	0	2
ha_4	0	2
inv_1	12	11
nand2_1	22	22
nand2b_1	3	2
nand3_1	3	3
nor2_1	7	5
nor2_4	0	2
nor2b_1	4	2
o21ai_0	10	8
[repair_timing]
item | CTS | global route
setup endpoints to repair | 42 | 41
pin swaps | 2 | 5
setup buffers | 9 | 5
resized | 97 | 14
hold endpoints to repair | 0 | 0
hold buffers | 0 | 0
[path summary, 6_finish.rpt]
| path | from | endpoint | slack (ps) | cells past startpoint |
|---|---|---|---|---|
| worst max-delay path | data_bit_receiving[0] | data_receiving[1] | -800 | 7 |
| min in group clk0 | SPI_RX | data_received[7] | 610 | 2 |
| worst min register to register | data_receiving[0] | data_received[0] | 440 | 2 |
| max in group asynchronous | RST | data_received[2] | 80 | 3 |
| worst max register to register | data_bit_receiving[0] | data_receiving[1] | -800 | 7 |
| worst min-delay path | data_receiving[0] | data_received[0] | 440 | 2 |
[metal layers]
layer	GRT usage	vias up	share of wire
met3	0.00877	2	0.029
li1	-	635	-
met5	0	-	0
met1	0.0936	617	0.47
met4	0.00994	0	0.011
met2	0.114	23	0.49
Power and IR drop assume default switching activity.
